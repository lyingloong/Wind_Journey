File: design/flow/config.mk
export PLATFORM = sky130hd
export DESIGN_NAME = Score
export DESIGN_NICKNAME = Score
export VERILOG_FILES = /design/flow/design.v
export SDC_FILE = /design/flow/constraint.sdc
export NUM_CORES = 4
export LEC_CHECK = 1
export CORE_UTILIZATION = 30
File: design/flow/constraint.sdc
current_design Score

set clk_period 8.4
set clk_io_pct 0.2

create_clock -name clk0 -period $clk_period [get_ports {clk}]

set non_clock_inputs [all_inputs -no_clocks]
set_input_delay [expr $clk_period * $clk_io_pct] -clock clk0 $non_clock_inputs
set_output_delay [expr $clk_period * $clk_io_pct] -clock clk0 [all_outputs]
File: design/flow/design.v
module Adder8421(
    input clk,start,rst,
    input [31:0] a,b,
    output [31:0] c,
    output ready
);
reg [3:0] state;
reg [31:0] deal;
reg [31:0] modi;
assign c=deal;
localparam IDLE=9;
localparam OK=8;
initial begin
    state=IDLE;
end
assign ready=(state==OK);
wire [4:0] pos=(state&3'd7)<<2;
always @(posedge clk)begin
    if(rst)begin
        state<=IDLE;
    end else if(state==IDLE)begin
        if(start)begin
            state<=0;
            modi<=6;
            deal<=a;
        end
    end else if(state==OK)begin
        state<=IDLE;
    end else begin
        if(b[pos+:4]+deal[pos+:4]>=4'd10)begin
            deal<=deal+(b[pos+:4]<<pos)+modi;
        end else begin
            deal<=deal+(b[pos+:4]<<pos);
        end
        modi<=modi<<4;
        state<=state+1;
    end
end
endmodule
module Score#(
    parameter AC=32'h100
)(
    input clk,
    input rst,
    input cal,
    input [2:0] result,
    input signed [15:0] dev,
    output [31:0] out
);
wire [31:0] value;
wire ok;
reg [31:0] mid;
reg [31:0] score;
wire signed [15:0] nmodi=-dev;
reg start;
Adder8421 adder(
    .clk(clk),
    .rst(rst),
    .c(value),
    .start(start),
    .ready(ok),
    .a(score),
    .b(mid)
);
reg state;
initial begin
    state=0;start=0;
    score=0;
end
always @(posedge clk)begin
    if(rst)score<=0;
    else begin 
        if(state)begin
            start<=0;
            if(ok)begin
                state<=0;
                score<=value;
            end
        end else begin   
            if(cal)begin
                state<=1;
                start<=1;
                if(result[1:0]==0)begin
                    mid<=AC;
                end else if(result[1:0]==3)begin
                    mid<=0;
                end else if(dev>=16'sh0)begin
                    if(result[1])begin
                        mid<=32'h89-{nmodi[5:3],1'd0,nmodi[2:0]};
                    end else begin
                        mid<=32'h99-{nmodi[5:3],1'd0,nmodi[2:0]};
                    end
                end else begin
                    if(result[1])begin
                        mid<=32'h89-{dev[5:3],1'd0,dev[2:0]};
                    end else begin
                        mid<=32'h99-{dev[5:3],1'd0,dev[2:0]};
                    end
                end
            end
        end
    end
end
assign out=score;
endmodule
File: design/flow/run.sh
#!/bin/bash
# OpenROAD 26Q1-2900-gdf79404cd8, Yosys 0.63+post, stock flow scripts
make -C /OpenROAD-flow-scripts/flow DESIGN_CONFIG=/design/flow/config.mk WORK_HOME=/design/flow/orfs finish
==> deck_impl_summary.md <==
Run Summary

Logic synthesis
  – Share of the synthesized area in the top cell type: 22.2%
  – Mapped Cells: 794
  – Flops after synth: 87
  – Async set-reset flop share out of synthesis: 0%
  – Number of enable flip-flop cells: 51
  – Ys cells: 794
  – Synth area leader: edfxtp_1
  – Yosys stat chip area: 6890 sq um
  – Ys flop type: edfxtp_1
  – Cell area leaders: edfxtp_1 22%, ha_1 11%, dfxtp_1 10%
  – Syn_area_per_cell: 8.67 sq um
  – Ys Warns: 2
  – Synthesized cell area: 6890 sq um
  – Register area share after synthesis: 32.7%
  – Yosys cell types: 72

Timing
  – Clock skew: 0.0109 ns
  – Max-slew violations: 0
  – Fin crit share: 72.2%
  – Count of final setup violators: 0
  – Worst Tran Pin Value: 0.768 ns
  – Hold Violations, Final: 0
  – RSZ-0062 raised after global routing: no
  – Final setup TNS: 0 ns
  – Minimum clock period: 6.06 ns
  – Fmax achieved: 0.165 GHz
  – Max-slew headroom: 48.6%

Hold path
  – Min-Delay Endpoint: score[24]
  – Hold Path Origin: score[24]
  – Hold path depth: 2
  – Worst hold path type: reg -> reg

Setup path
  – CP Cell Sequence: mux2i_1 -> nor2_1 -> a31oi_1 -> nor3_1 -> ha_1 -> a21oi_1 -> o22ai_1 -> a2111oi_2 -> a21oi_2 -> o21a_1 -> o21a_1 -> nor2_1 -> xnor2_1 -> ha_1 -> nand2_1 -> nor4_1 -> nand3b_1 -> o31ai_2 -> a21oi_1 -> o31a_1 -> o31ai_1
  – Slowest CP cell: dfxtp_1
  – Reg-to-Reg Start: adder.state[1]
  – Critical Path AT: 6.25 ns
  – Worst R2R Path Depth: 21
  – End of the worst register-to-register path: adder.deal[28]
  – R2R setup slack: 2.34 ns
  – CP Class: reg -> reg
  – Critical Path RT: 8.59 ns
  – Crit-path max FO: 16
  – Worst Setup SP: adder.state[1]
  – Maximum single-stage delay on the critical path: 0.81 ns
  – CP startpoint kind: register
  – CP delay by family, top: AND-OR/OR-AND gates
  – WP buf/inv: 0
  – CP Depth: 21
  – Critical Path Sink Type: register

Final layout
  – Post-layout util: 35.3%
  – Filler Cell Count: 2322
  – Non-Filler Instances: 1130
  – Area delta synth->final: 15.6%
  – Top Layout Cells: 133 x nand2_1, 80 x a21oi_1, 62 x nor2_1
  – Most used logic cell in the final layout: nand2_1
  – Finished Cell Area: 7960 sq um
  – Layout cells sized above 1: 6.75%

Floorplan
  – Die X: 153 um
  – Die height: 153 um
  – Ports: 54
  – Core area: 22600 sq um
  – # rows: 55
  – Pre-Place Util: 30.5%
  – Die Area: 23600 sq um

Clocking
  – Post-CTS Setup Bufs: 0
  – Total CTS buffers: 9
  – CTS resizes: 0
  – CTS root buf: clkbuf_16
  – H-tree depth: 3
  – Register clock-pin slew on the reported worst setup and hold paths: 0.07 ns
  – Clk buf depth: 2
  – Hold_buf cts: 0
  – CTS Sinks: 87
  – CTS tree: yes
  – Latency at later pin: 0.36 ns

GRT
  – First-pass GRT wire length: 28800 um
  – Total Routing Usage GR: 15.6%
  – Pin count of the biggest net entering global routing: 41
  – GR Overflow Total: 0
  – Initial antenna violation count: 0
  – Vias in the first global route: 5505

Routing
  – DRT Wirelength: 17400 um
  – Starting DRC count in detailed routing: 405
  – DRT antenna net count: 0
  – WL/cell: 15.4 um
  – Routed vias: 5823
  – Drc violations: 0
  – Vias per cell: 5.15
  – 1st-pass router iterations: 5
  – Antenna cell count: 0

Placed design
  – Placed cell count: 1114
  – Gp weighted congestion: 0.892
  – DPL Wire Length: 12900 um
  – Post-Place Cell Area: 7660 sq um
  – IO buf count: 43

Job
  – Total of max-cap violations: 0
  – Total tool warning count: 38

Run status
  – Status: completed
[Yosys cell counts, types with 8 or more instances]
library cell / count
nand2_1: 133
a21oi_1: 80
nor2_1: 63
ha_1: 60
edfxtp_1: 51
o21ai_0: 39
dfxtp_1: 36
xnor2_1: 33
clkbuf_1: 30
xor2_1: 23
inv_1: 21
nor3_1: 16
a21o_1: 15
nand3_1: 14
and2_1: 13
a31oi_1: 12
mux2i_1: 10
o211ai_1: 10
mux4_2: 9
o21a_1: 8
[area by class of cell]
type	count	area, sq um	area share, %
Multi-Input combinational cell	669	4480	56.2
Inverter	21	78.8	0.990
Clock inverter	5	45.0	0.566
Timing Repair Buffer	52	498	6.25
Clock buffer	11	254	3.19
Tap cell	285	357	4.48
Sequential cell	87	2250	28.3
[worst max-delay path by stage]
stage,endpoint,slack (ns)
after CTS,adder.deal[29],2.39
after global routing,adder.deal[28],1.72
final,adder.deal[28],2.34
[kinds of logic (layout without fill, tap and decap cells)]
| family | count (synthesis) | count (layout) | synth area share [%] |
|---|---|---|---|
| and+or+nand+nor | 291 | 291 | 19.4 |
| AOI/OAI and AO/OA | 213 | 213 | 20.1 |
| DFF | 87 | 87 | 32.7 |
| adders and majority gates | 63 | 63 | 11.8 |
| buffers and inverters | 59 | 89 | 3.53 |
| xor gates and xnor gates | 57 | 57 | 7.36 |
| muxes | 23 | 23 | 5.05 |
| other | 1 | 22 | 0.0545 |
[tightest hold or removal path: stages (launching register included)]
cell and delay, ns:
dfxtp_1 0.32, nand2_1 0.05, a21oi_1 0.05
[flip-flops by register name, indices dropped and copies added, names as in the netlist]
name and cells:
adder.deal 32, adder.modi 8, adder.state 4, mid 9, score 32, start 1
state 1
[per-stage QoR]
stage	setup WS (ns)	hold WS, ns
6_report	2.34	0.473
5_1_grt	1.72	0.495
4_1_cts	2.39	0.475
3_5_place_dp	2.44	0.463
3_3_place_gp	2.42	0.465
2_1_floorplan	3.12	0.437
[routing by layer]
metal	routed length (um)	share of wire [%]	GRT usage [%]
met1	8820	51	24.5
met2	7420	43	23.6
met3	967	5.5	3.01
met4	224	1.3	1.62
met5	0	0	0
