## flow/design.v

```verilog
module CntS #(
    parameter               WIDTH               = 16,
    parameter               RST_VLU             = 0
)(
    input                   [ 0 : 0]            clk,
    input                   [ 0 : 0]            rstn,    
    input                   [WIDTH-1:0]         d,       
    input                   [ 0 : 0]            ce,      
    output      reg         [WIDTH-1:0]         q
);
initial begin
    q=0;
end
always @(posedge clk) begin
    if (!rstn)
        q <= RST_VLU;
    else if (ce) begin
        if (q == 0)    
            q <= d;
        else
            q <= q - 1;
    end
    else
        q <= q;
end
endmodule
module DST (
    input                   [ 0 : 0]            rstn,
    input                   [ 0 : 0]            pclk,
    output      reg         [ 0 : 0]            hen,         
    output      reg         [ 0 : 0]            ven,         
    output      reg         [ 0 : 0]            hs,          
    output      reg         [ 0 : 0]            vs           
);
localparam HSW_t    = 119;
localparam HBP_t    = 63;
localparam HEN_t    = 799;
localparam HFP_t    = 55;
localparam VSW_t    = 5;
localparam VBP_t    = 22; 
localparam VEN_t    = 599; 
localparam VFP_t    = 36; 
localparam SW       = 2'b00;
localparam BP       = 2'b01;
localparam EN       = 2'b10;
localparam FP       = 2'b11;
reg     [ 0 : 0]    ce_v;
reg     [ 1 : 0]    h_state;
reg     [ 1 : 0]    v_state;
reg     [15 : 0]    d_h;
reg     [15 : 0]    d_v;
wire    [15 : 0]    q_h;
wire    [15 : 0]    q_v;
initial begin
    h_state=0;
    v_state=0;
    d_h=0;
    d_v=0;
    ce_v=0;
end
CntS #(16,HSW_t) hcnt(           
    .clk        (pclk),
    .rstn       (rstn),
    .d          (d_h),
    .ce         (1'b1),
    .q          (q_h)
);
CntS #(16,VSW_t) vcnt(           
    .clk        (pclk),
    .rstn       (rstn),
    .d          (d_v),
    .ce         (ce_v),
    .q          (q_v)
);
always @(*) begin
    case (h_state)
        SW: begin
            d_h = HBP_t;  hs = 1; hen = 0;
        end
        BP: begin
            d_h = HEN_t;  hs = 0; hen = 0;
        end
        EN: begin
            d_h = HFP_t;  hs = 0; hen = 1;
        end
        FP: begin
            d_h = HSW_t;  hs = 0; hen = 0;
        end
    endcase
    case (v_state)
        SW: begin
            d_v = VBP_t;  vs = 1; ven = 0;
        end
        BP: begin
            d_v = VEN_t;  vs = 0; ven = 0;
        end
        EN: begin
            d_v = VFP_t; vs = 0; ven = 1;
        end
        FP: begin
            d_v = VSW_t;  vs = 0; ven = 0;
        end
    endcase
end
always @(posedge pclk) begin
    if (!rstn) begin
        h_state <= SW; v_state <= SW; ce_v <= 1'b0;
    end
    else begin
        if(q_h == 0) begin
            h_state <= h_state + 2'b01;
            if (h_state == FP) begin
                ce_v <= 0;
                if (q_v == 0)
                    v_state <= v_state + 2'b01;
            end
            else
                ce_v <= 0;
        end
        else if (q_h == 1) begin
            if(h_state == FP)
                ce_v <= 1;
            else
                ce_v <= 0;
        end
        else ce_v <= 0;
    end
end
endmodule
```

## flow/run.sh

```bash
#!/bin/bash
# OpenROAD 26Q1-2900-gdf79404cd8, Yosys 0.63+post, stock flow scripts
make -C /OpenROAD-flow-scripts/flow DESIGN_CONFIG=/design/flow/config.mk WORK_HOME=/design/flow/orfs finish
```

## flow/config.mk

```make
export PLATFORM = sky130hd
export DESIGN_NAME = DST
export DESIGN_NICKNAME = DST
export VERILOG_FILES = /design/flow/design.v
export SDC_FILE = /design/flow/constraint.sdc
export NUM_CORES = 4
export LEC_CHECK = 1
export CORE_UTILIZATION = 40
```

## flow/constraint.sdc

```tcl
current_design DST

set clk_period 5.3
set clk_io_pct 0.2

create_clock -name clk0 -period $clk_period [get_ports {pclk}]

set non_clock_inputs [all_inputs -no_clocks]
set_input_delay [expr $clk_period * $clk_io_pct] -clock clk0 $non_clock_inputs
set_output_delay [expr $clk_period * $clk_io_pct] -clock clk0 [all_outputs]
```

==> results.ini <==
[outcome]
status=complete, no violations

[drt]
dr.first_iter.drc_count=61
drt-pass1-iter-count=4
wl_mm=3.87
via_per_inst=5.57
wl_per_cell_um=13.9
drc=0
n_antenna_cell=0
antenna_violating_nets_post_route=0
vias=1549

[setup_path]
path_class=reg2out
startpoint_type=flip-flop
setup.worst_path.start=v_state[0]
r2r-end=hcnt.q[9]
cp.depth=3
crit_path_end=vs[0]
critPathMaxFanout=4
crit_buf_inv=2
required_ns=4.24
cp_cell_sequence=inv_1 -> ha_1 -> clkdlybuf4s50_1
slowest_stage=clkdlybuf4s50_1
regToRegSetupSlack_ns=3.09
r2r_start=hcnt.q[6]
slowest_delay_ns=0.49
critPathArrivalTime_ns=1.43
critPathCaptureType=output pin
worstRegToRegCells=4
cp_top_family=buffers and inverters

[synthesis]
top_cells_by_area=dfxtp_1 (38%), ha_1 (8.4%), xor2_1 (5.9%)
postSynthCellCount=217
ys_cells=217
compound_area_share_pct=10.2
most_common_cell=dfxtp_1
yosys_warnings=3
synth_top_flop_cell=dfxtp_1
common_cells=dfxtp_1 (37), nand2_1 (22), nor2_1 (19), ha_1 (13), xor2_1 (13)
top_area_share_pct=38.1
async_flop_share_pct=0
synthMuxAreaShare_pct=1.54
edf_count=0
synth.avg_cell_area_um2=8.97
ys_seq_share_pct=38.1
ys_area_um2=1950
synth.distinct_cells=41
top_area_cell=dfxtp_1
syn-cell-area_um2=1950
synth-seq-cells=37
yosys.area_share.adder_pct=8.36
ys_sh_simple_pct=30.6
synthXorXnorAreaFrac_pct=8.10
netlist_logic_family_top=simple AND/OR/NAND/NOR gates

[die]
io_pins=6
die_w_um=71.7
core_area_um2=4690
die-height_um=71.7
rows=25
dieArea_um2=5150
initCoreUtil_pct=41.5

[sta]
worst_slew_pin_slew_ns=0.881
rsz0062_at_grt=no
slew_headroom_pct=41.2
finalSetupViolCount=0
fmax_mhz=402
period_used_pct=47.0
finalMaxSlewViolations=0
fin_crit_ns=2.49
setup_tns_ns=0
finalClockSkew_ns=0.000925
hold_viol=0

[clock_network]
clk_latency_ns=0.25
cts_sinks=37
clockRootBuffer=clkbuf_8
clk_pin_slew_ns=0.06
cts_buffers=5
cts_resized=0
h-tree-depth=2
hold_buffers=0
cts_tree=yes
post_cts_buffers=0
clockBufferDepth=2

[worst_hold_path]
hold_path.class=reg2reg

[global_route]
antenna_found_initial=0
grt_pass1_vias=1405
grt_use_total_pct=16.6
overflow=0
grt_start_max_net_pins=28
grt_pass1_wl_mm=6.67

[cells_and_area]
syn2layout_area_growth_pct=11.2
layout-drive-gt1-share_pct=6.25
fin_util_pct=46.1

[power_and_ir_drop]
peakVddDrop_mv=0.186
power.density_nw_per_um2=238
p_leak_nw=0.746

[placed_design]
finalWeightedCongestion=0.824
port_buffers=5
dp_hpwl_mm=2.65

[run]
tool_warnings=68
drv_cap=0

## flip-flops by register name, indices dropped and copies added, names as in the netlist
| signal | flops |
|---|---|
| hcnt.q | 16 |
| v_state | 2 |
| ce_v | 1 |
| vcnt.q | 16 |
| h_state | 2 |
## worst min-delay path by stage
stage / cells after the start / slack, ns / start / end
finish: 1 / 0.46 / hcnt.q[0] / hcnt.q[0]
global route: 1 / 0.51 / hcnt.q[0] / hcnt.q[0]
CTS: 1 / 0.46 / hcnt.q[0] / hcnt.q[0]
## metal layers
layer	vias to the layer above	routed length, um	global-route usage, %
li1	801	-	-
met1	721	2050	27.5
met2	21	1640	24.1
met3	6	122	2.85
met4	0	60	2.18
met5	-	0	0
## cell families after synthesis
family / Yosys count
AND/OR/NAND/NOR: 102
AND-OR/OR-AND: 28
multiplexers: 3
adder cells (fa/ha/maj): 13
XOR/XNOR: 18
flip-flops: 37
buffers and inverters: 16
## per-stage QoR
step / cells / hold WS, ns / total power [mW] / setup WS [ns] / instance area (um2)
after global routing: 278 / 0.514 / 0.573 / 2.70 / 2160
after CTS: 278 / 0.462 / 0.559 / 2.76 / 2160
after detailed placement: 270 / 0.444 / 0.303 / 2.92 / 2040
after global placement: 270 / 0.435 / 0.303 / 2.93 / 2040
after floorplan: 217 / 0.407 / 0.298 / 3.41 / 1950
final: 278 / 0.463 / 0.514 / 2.81 / 2160
## layout by cell type, fill, tap and decap left out, types with 7 or more instances in the layout
cell type  count
a21oi_1        7
dfxtp_1       37
ha_1          13
inv_1          8
nand2_1       22
nand3_1       12
nand4_1        7
nor2_1        19
nor4_1         8
xor2_1        13
## cell type report
class | instances | area (um2)
fill | 467 | 2530
multi-input combinational | 164 | 1140
sequential | 37 | 741
clock buffer | 6 | 82.6
tap | 54 | 67.6
timing repair buffer | 6 | 57.6
clock inverter | 2 | 37.5
inverter | 9 | 33.8
## where the power goes
group / total, mW / switching, mW / internal, mW
Clock: 0.217 / 0.0653 / 0.152
Sequential: 0.283 / 0.00282 / 0.280
Combinational: 0.0136 / 0.00884 / 0.00471
Total: 0.514 / 0.0769 / 0.437
Power figures rest on the tool's default switching activity, not on a simulated workload.
