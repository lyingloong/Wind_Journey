==> design/flow/design.v <==
module getclicked(
    input clk,
    input PS2_CLK,
    input PS2_DATA,
    input btn,
    input auto,
    output wauto,
    output wstrong,
    output [1:0] wspeed,
    output wchange,
    output [31:0] debuger,
    output clear    
);
wire [31:0] keycode32;
wire [7:0]data=keycode32[7:0];
keyboard_top key(
    .CLK100MHZ(clk),
    .PS2_CLK(PS2_CLK),
    .PS2_DATA(PS2_DATA),
    .keycode(keycode32),
    .dee(dee)
);
reg change;
assign wchange=change;
localparam KEY1 = 8'h16;
localparam KEY2 = 8'h1e;
localparam KEY4 = 8'h25;
localparam KEY5 = 8'h2e;
localparam KEY6 = 8'h36;
localparam KEY9 = 8'h46;
reg save;
reg tap;
reg autor,strongr;
reg [1:0] speed;
initial begin
    autor=0;
    save=0;
    speed=0;
    strongr=0;
end
assign wspeed=speed;
assign wauto=autor;
assign wstrong=strongr;
always @(posedge clk)begin
    if(save)begin
        if(!dee)begin
            save<=dee;
            case(data)
                KEY1: autor<=~autor;
                KEY2: strongr<=~strongr;
                KEY4: speed<=1;
                KEY5: speed<=2;
                KEY6: speed<=3;
                KEY9: change<=1;
                default:tap<=1;
            endcase
        end else begin
            speed<=0;
            change<=0;
            tap<=0;
        end
    end else begin
        if(dee)begin
            save<=dee;
            case(data)
                KEY1: autor<=~autor;
                KEY2: strongr<=~strongr;
                KEY4: speed<=1;
                KEY5: speed<=2;
                KEY6: speed<=3;
                KEY9: change<=1;
                default:tap<=1;
            endcase
        end else begin
            speed<=0;
            change<=0;
            tap<=0;
        end
    end
end
reg clearr;
reg btn_prev; 
initial begin
    save=0;
    tap=0;
    clearr=0;
    btn_prev=0;
end 
always @(posedge clk) begin
    if(btn)begin
        if(btn_prev)begin
            clearr<=0;
        end else begin
            btn_prev<=1;
            clearr<=1;
        end
    end else btn_prev<=0;
end
assign clear=(tap|clearr)&(!auto);
assign debuger=keycode32;
endmodule
`timescale 1ns / 1ps
module keyboard_top (
    input CLK100MHZ,
    input PS2_CLK,
    input PS2_DATA,
    output [31:0] keycode,
    output dee
);
wire div;
assign dee=div;
PS2Receiver keyboard (
.clk(CLK100MHZ),
.kclk(PS2_CLK),
.kdata(PS2_DATA),
.keycodeout(keycode[31:0]),
.flagout(div)
);
reg flagr;
reg put;
initial begin
    put=0;
end
endmodule
module PS2Receiver(
    input clk,
    input kclk,
    input kdata,
    output [31:0] keycodeout,
    output [0:0] flagout
    );
wire kclkf, kdataf;
reg [7:0] datacur;
reg [3:0] cnt;
reg [31:0] keycode;
initial begin
    keycode[31:0]<=32'h00000000;
    cnt<=4'b0000;
end
debouncer debounce(
    .clk(clk),
    .I0(kclk),
    .I1(kdata),
    .O0(kclkf),
    .O1(kdataf)
);
    reg save;
reg flag2;
reg can;
always@(posedge clk) begin
    if(kclkf)begin
        save<=1;
    end else if(save)begin
        save<=0;
        case(cnt)
            0:; 
            1:datacur[0]<=kdataf;
            2:datacur[1]<=kdataf;
            3:datacur[2]<=kdataf;
            4:datacur[3]<=kdataf;
            5:datacur[4]<=kdataf;
            6:datacur[5]<=kdataf;
            7:datacur[6]<=kdataf;
            8:datacur[7]<=kdataf;
            9:begin
                keycode[31:24]<=keycode[23:16];
                keycode[23:16]<=keycode[15:8];
                keycode[15:8]<=keycode[7:0];
                keycode[7:0]<=datacur;
                if(datacur==8'hf0)begin
                    can<=1;
                end else if(can)begin
                    can<=0;
                end else begin
                    flag2<=~flag2;
                end
            end
            10:;
        endcase
        if (cnt<=9) cnt<=cnt+1;
        else if (cnt==10) cnt<=0;    
    end 
end
initial begin
    flag2=0;
    keycode<=0;
end
assign flagout=flag2;
assign keycodeout = keycode;
endmodule
`timescale 1ns / 1ps
module debouncer(
    input clk,
    input I0,
    input I1,
    output reg O0,
    output reg O1
    );
    reg [4:0] cnt0, cnt1;
    reg Iv0=0, Iv1=0;
    reg out0, out1;
always @ (posedge(clk)) begin
    if (I0==Iv0) begin
        if (cnt0==19) O0<=I0;
        else cnt0<=cnt0+1;
    end
    else begin
        cnt0<="00000";
        Iv0<=I0;
    end
    if (I1==Iv1) begin
        if (cnt1==19) O1<=I1;
        else cnt1<=cnt1+1;
    end else begin
        cnt1<="00000";
        Iv1<=I1;
    end
end
endmodule
==> design/flow/run.sh <==
#!/bin/bash
# OpenROAD 26Q1-2900-gdf79404cd8, Yosys 0.63+post, stock flow scripts
make -C /OpenROAD-flow-scripts/flow DESIGN_CONFIG=/design/flow/config.mk WORK_HOME=/design/flow/orfs finish
==> design/flow/config.mk <==
export PLATFORM = sky130hd
export DESIGN_NAME = getclicked
export DESIGN_NICKNAME = getclicked
export VERILOG_FILES = /design/flow/design.v
export SDC_FILE = /design/flow/constraint.sdc
export NUM_CORES = 4
export LEC_CHECK = 1
export CORE_UTILIZATION = 30
==> design/flow/constraint.sdc <==
current_design getclicked

set clk_period 5.1
set clk_io_pct 0.2

create_clock -name clk0 -period $clk_period [get_ports {clk}]

set non_clock_inputs [all_inputs -no_clocks]
set_input_delay [expr $clk_period * $clk_io_pct] -clock clk0 $non_clock_inputs
set_output_delay [expr $clk_period * $clk_io_pct] -clock clk0 [all_outputs]
==> flow_summary_export.csv <==
group,metric,value,unit
layout,nFillCells,797,
routing,drcViolationCount,0,
setup_path,cp_top_family,"buffers and inverters",
routing,diodes,0,
cts,numCtsBuffers,9,
setup_path,cp-start-kind,"input port",
setup_path,slowest_delay,0.47,ns
power_and_ir_drop,seq_power_share,0.537,
worst_hold_path,hold_class,"reg2reg",
setup_path,cp.depth,3,
logic_synthesis,syn_area_per_cell,15.3,um2
floorplanning,core-area,0.00834,mm2
power_and_ir_drop,ir_drop,246,uV
cts,clk_path_buf_depth,2,
layout,areaGrowthSynthToFinish,29.5,%
logic_synthesis,ys_seq_share,0.733,
power_and_ir_drop,power_frac_clock,0.401,
timing,timing.final.crit_period,3.00,ns
cts,post_cts_resized,0,
logic_synthesis,aoi_share,0.0399,
logic_synthesis,syn-cell-area,0.00263,mm2
cts,cts_setup_buffers,0,
placement,hpwl,2640,um
timing,fin_crit_sh,0.589,
logic_synthesis,topCombFamilyByArea,"simple AND/OR/NAND/NOR gates",
timing,worstMarginPinSlew,0.598,ns
setup_path,arrival,1.98,ns
placement,place.gp.congestion,0.776,
logic_synthesis,synth_flops,70,
logic_synthesis,adder_share,0.0285,
setup_path,critPathRequiredTime,4.08,ns
global_route,overflow,0,
floorplanning,die_h,95.7,um
timing,fin_skew,0.0114,ns
power_and_ir_drop,power_leakage,1.20,nW
setup_path,r2r-start,"key.keyboard.cnt[1]",
logic_synthesis,synth_cell_types,35,
timing,setup_viol_count_final,0,
setup_path,reg2reg_slack,3.21,ns
setup_path,endpoint_kind,"output port",
floorplanning,die-width,95.7,um
timing,finalSetupTns,0,ns
setup_path,cp_common_cell,"clkdlybuf4s50_1",
floorplanning,core_util_floorplan,0.316,
logic_synthesis,top_cells_by_area,"edfxtp_1 60%, dfxtp_1 13%, ha_1 2.9%",
layout,layout-drive-gt1-share,0.0783,
cts,path_clk_slew,0.07,ns
routing,post_drt_wl_per_cell,11.6,um
global_route,grtUsageTotal,0.0941,
setup_path,cp-startpoint,"auto",
setup_path,ff2ff_path_depth,5,
setup_path,crit_slowest_cell,"clkdlybuf4s50_1",
logic_synthesis,yosys.area.top_type,"edfxtp_1",
global_route,grt_max_degree,35,
setup_path,cp_max_fo,1,
floorplanning,io_pins,43,
setup_path,reg2reg_to,"key.keyboard.cnt[3]",
cts,cts-htree-levels,3,
routing,first_iter_violations,75,
routing,totalWireLength,3900,um
cts,cts.sinks,70,
logic_synthesis,ys_warn_count,5,
timing,report.final.hold_viol_count,0,
global_route,grt_pass1_wl,6370,um
placement,portBuffers,42,
logic_synthesis,ys_chip_area,0.00263,mm2
logic_synthesis,top_cell_area_share,0.604,
power_and_ir_drop,p_per_area,358,mW/mm2
floorplanning,rows,33,
power_and_ir_drop,power,1.22,mW
setup_path,crit_chain,"clkdlybuf4s50_1 -> nor2_1 -> clkdlybuf4s50_1",
cts,cts-root-buf,"clkbuf_8",
timing,max_freq,333,MHz
routing,vias,1481,
cts,hold_buffers,0,
timing,holdWs,0.376,ns
flow_run,warning_count,28,
global_route,antenna_found_initial,0,
routing,first_pass_iters,4,
timing,slew_violations,0,
worst_hold_path,min-delay-start,"key.keyboard.debounce.O0",
setup_path,crit_buf_inv,2,
timing,rsz0062_at_grt,"no",
logic_synthesis,syn_inst,172,
routing,via_per_inst,4.42,
setup_path,crit_end,"clear",
floorplanning,die_area,0.00916,mm2
logic_synthesis,mux_area_frac,0.00380,
layout,lay_top_count,"edfxtp_1",
power_and_ir_drop,p_int,0.953,mW
logic_synthesis,simple_gate_area_frac,0.137,
power_and_ir_drop,comb_power_share,0.062,
outcome,status,"finished clean",
logic_synthesis,xor_share,0.0432,
cts,cts_tree,"built",
logic_synthesis,yosys_cells,172,
cts,clock.latency.late_pin,0.34,ns
global_route,first_global_vias,1343,
flow_run,max_cap_violations,0,
power_and_ir_drop,p_sw,0.266,mW
power_and_ir_drop,swShare,0.218,
layout,mostFrequentLayoutCells,"53 x edfxtp_1, 42 x clkdlybuf4s50_1, 17 x nor2_1, 17 x dfxtp_1",
routing,ant_nets,0,
setup_path,critPathKind,"in2out",
timing,slew_headroom,0.598,
==> worst register-to-register path, cell delays in order, from the launching register on <==
cell      delay [ns]
edfxtp_1        0.44
inv_1           0.11
ha_1            0.20
nor2_1          0.07
o21a_1          0.21
a21boi_0        0.50
==> routing by layer <==
metal / routed length (um) / global-route usage / vias to the layer above / part of all wire
met5: 0 / 0 / - / 0
met2: 1730 / 0.138 / 47 / 0.44
met3: 313 / 0.0369 / 5 / 0.080
li1: - / - / 734 / -
met4: 57 / 0.0124 / 0 / 0.015
met1: 1790 / 0.144 / 695 / 0.46
==> power by group through the flow <==
stage	logic, mW	clock network, mW	registers (mW)
after CTS	0.0772	0.504	0.654
after global routing	0.0861	0.531	0.658
final	0.0759	0.489	0.655
==> how the worst min path moves through the flow <==
stage                                to  cells after the start
after global routing  key.keyboard.save                      0
after CTS             key.keyboard.save                      0
final                 key.keyboard.save                      0
==> registers in the layout (all words and copies together) (netlist names), 2 cells and up <==
| signal | count |
|---|---|
| key.keyboard.keycode | 32 |
| key.keyboard.datacur | 8 |
| key.keyboard.debounce.cnt0 | 5 |
| key.keyboard.debounce.cnt1 | 5 |
| key.keyboard.cnt | 4 |
| speed | 2 |
==> cells by family after synthesis <==
logic type      Yosys count
xor+xnor                 13
compound gates           12
simple gates             60
mux                       1
flops                    70
fa+ha+maj                 6
buf+inv                  10
==> Yosys cell counts (all sizes together) <==
cell type,number
edfxtp,53
dfxtp,17
nor2,17
inv,9
nand2b,7
xor2,7
and3,6
ha,6
xnor2,6
and2,5
nand3,5
nor2b,5
a21oi,3
nand4,2
nand4bb,2
nor3b,2
o21a,2
a2111oi,1
a211o,1
a21boi,1
a221oi,1
a31oi,1
and4b,1
and4bb,1
clkbuf,1
mux2i,1
nand2,1
nand3b,1
nor4b,1
nor4bb,1
o31ai,1
o41ai,1
or2,1
or3b,1
or4,1
==> stage by stage <==
| step | setup slack (ns) | area (um2) | instances | utilization |
|---|---|---|---|---|
| global placement | 2.10 | 3190 | 319 | 0.382 |
| detailed placement | 2.11 | 3190 | 319 | 0.382 |
| finish | 2.10 | 3410 | 335 | 0.409 |
| CTS | 2.09 | 3410 | 335 | 0.409 |
| floorplan | 2.96 | 2630 | 172 | - |
| global route | 2.04 | 3410 | 335 | 0.409 |
==> final cells by class <==
cell class                 instances  area, um2  area share
timing repair buffer              43        428       0.125
clock buffer                      10        128      0.0374
multi-input combinational         92        664       0.195
clock inverter                     6       93.8      0.0275
inverter                           9       33.8     0.00990
tap                              105        131      0.0385
sequential                        70       1930       0.566
No activity file was given, so power comes from the tool's default toggle rates.
